--- flow/run.sh ---
#!/bin/bash
# OpenROAD 26Q1-2900-gdf79404cd8, Yosys 0.63+post, stock flow scripts
make -C /OpenROAD-flow-scripts/flow DESIGN_CONFIG=/design/flow/config.mk WORK_HOME=/design/flow/orfs finish
--- flow/config.mk ---
export PLATFORM = sky130hd
export DESIGN_NAME = lac
export DESIGN_NICKNAME = lac
export VERILOG_FILES = /design/flow/design.v
export SDC_FILE = /design/flow/constraint.sdc
export NUM_CORES = 4
export LEC_CHECK = 1
export CORE_UTILIZATION = 40
export SYNTH_MEMORY_MAX_BITS = 65536
--- flow/constraint.sdc ---
current_design lac

set clk_period 39.8
set clk_io_pct 0.2

create_clock -name clk0 -period $clk_period [get_ports {probe_clk}]
create_clock -name clk1 -period $clk_period [get_ports {uart_clk}]

set non_clock_inputs [all_inputs -no_clocks]
set_input_delay [expr $clk_period * $clk_io_pct] -clock clk0 $non_clock_inputs
set_output_delay [expr $clk_period * $clk_io_pct] -clock clk0 [all_outputs]
--- flow/design.v ---
module dp_ram #(
	parameter adr_width = 11,
	parameter dat_width = 8 
) (
	input                       clk_a,
	input      [adr_width-1:0]  adr_a,
	output reg [dat_width-1:0]  dat_a,
	input                       clk_b,
	input      [adr_width-1:0]  adr_b,
	input      [dat_width-1:0]  dat_b,
	input                       we_b
);
parameter depth = (1 << adr_width);
reg [dat_width-1:0] ram [0:depth-1];
always @(posedge clk_a)
begin
	dat_a <= ram[adr_a];
end
always @(posedge clk_b)
begin
	if (we_b) begin
		ram[adr_b] <= dat_b;
	end
end
endmodule
module lac #(
	parameter       uart_freq_hz   =   100000000,
	parameter       uart_baud      =   115200,
	parameter       adr_width      =   11,
	parameter       width          =   8
) (
	input              reset,
	input              uart_clk,
	input              uart_rxd,
	output             uart_cts,
	output             uart_txd,
	input              uart_rts,
	input              probe_clk,
	input  [width-1:0] probe,
	output reg   [7:0] select
);
parameter cmd_nop      = 8'h20;
parameter cmd_arm      = 8'h01;
parameter cmd_disarm   = 8'h02;
assign uart_cts = 1;
reg          tx_wr;
wire         tx_busy;
reg    [7:0] tx_data;
wire   [7:0] rx_data;
wire         rx_avail;
reg          rx_ack;
uart #(
	.freq_hz( uart_freq_hz ),
	.baud(    uart_baud    )
) uart0 (
	.reset(       reset         ),
	.clk(         uart_clk      ),
	.uart_txd(    uart_txd      ),
	.uart_rxd(    uart_rxd      ),
	.rx_data(     rx_data       ),
	.rx_avail(    rx_avail      ),
	.rx_error(    rx_error      ),
	.rx_ack(      rx_ack        ),
	.tx_data(     tx_data       ),
	.tx_wr(       tx_wr         ),
	.tx_busy(     tx_busy       )
);
reg            [7:0] trig_mask;
reg            [7:0] trig_cond;
reg            [7:0] trig_pre;
reg  [adr_width-1:0] start_adr;    
reg                  armed;        
reg                  triggered;    
wire   rx_req;
assign rx_req = rx_avail & ~rx_ack;
reg                  triggered_synced;
wire     [width-1:0] read_dat;
reg  [adr_width-1:0] read_adr;
wire [adr_width-1:0] read_adr_next;
assign read_adr_next = read_adr + 1;
reg [2:0] state;
parameter s_idle       = 0;
parameter s_read_select= 1;
parameter s_read_mask  = 2;
parameter s_read_comp  = 3;
parameter s_read_pre   = 4;
parameter s_triggered  = 5;
parameter s_send_byte  = 6;
always @(posedge uart_clk)
begin
	if (reset) begin
		state     <= s_idle;
		select    <= 0;
		armed     <= 0;
		tx_wr     <= 0;
	end else begin
		triggered_synced <= triggered;
		rx_ack <= 0;      
		tx_wr  <= 0;
		case (state)
		s_idle: begin
			if (rx_req) begin
				case (rx_data)
				cmd_arm: begin
					rx_ack <= 1;
					state  <= s_read_select;
				end
				cmd_disarm: begin
					rx_ack <= 1;
					armed  <= 0;
				end
				default: begin
					rx_ack <= 1;
				end
				endcase
			end
			if (~rx_req && triggered_synced) begin
				state  <= s_triggered;
			end
		end
		s_read_select: begin
			if (rx_req) begin
				rx_ack    <= 1;
				select    <= rx_data;
				state     <= s_read_mask;
			end
		end
		s_read_mask: begin
			if (rx_req) begin
				rx_ack    <= 1;
				trig_mask <= rx_data;
				state     <= s_read_comp;
			end
		end
		s_read_comp: begin
			if (rx_req) begin
				rx_ack    <= 1;
				trig_cond <= rx_data;
				armed     <= 1;
				state     <= s_read_pre;
			end
		end
		s_read_pre: begin
			if (rx_req) begin
				rx_ack    <= 1;
				trig_pre  <= rx_data;
				armed     <= 1;
				state     <= s_idle;
			end
		end
		s_triggered: begin
			armed    <= 0;
			read_adr <= start_adr;
			tx_data  <= adr_width;
			tx_wr    <= 1;
			state    <= s_send_byte;
		end
		s_send_byte: begin
			tx_wr <= 0;
			if (~tx_busy & ~tx_wr) begin
				if (read_adr_next == start_adr)
					state    <= s_idle;
				read_adr <= read_adr_next;
				tx_data  <= read_dat;
				tx_wr    <= 1;
			end
		end
		default:
			state    <= s_idle;
		endcase
	end
end
reg        [width-1:0] probe_r;    
always @(posedge probe_clk)
	probe_r <= probe;
reg                    armed_synced;
reg                    armed_synced2;
reg                    sampling;
reg    [adr_width-1:0] write_adr;
wire   [adr_width-1:0] next_adr;
assign                 next_adr = write_adr + 1;
wire    cond_match;
assign  cond_match = (probe_r & trig_mask) == (trig_cond & trig_mask) && armed_synced2;
always @(posedge probe_clk)
begin
	if (reset) begin
		armed_synced  <= 0;
		armed_synced2 <= 0;
		sampling      <= 0;
		triggered     <= 0;
		write_adr     <= 0;
	end else begin
		armed_synced  <= armed;
		armed_synced2 <= armed_synced;
		if (armed_synced2 || sampling) begin
			write_adr <= next_adr;
		end
		if (~triggered && armed_synced2) begin
			if (cond_match) begin
				sampling  <= 1;
				triggered <= 1;
				start_adr <= write_adr;
			end
		end
		if (sampling && next_adr == start_adr) begin
			sampling <= 0;
		end
		if (~sampling && ~armed_synced2 && triggered) 
			triggered <= 0;
	end
end
wire   write_en;
assign write_en = sampling || cond_match;
dp_ram #(
	.adr_width( adr_width ),
	.dat_width(     width )
) ram0 (
	.clk_a(     uart_clk    ),
	.adr_a(     read_adr    ),
	.dat_a(     read_dat    ),
	.clk_b(     probe_clk   ),
	.adr_b(     write_adr   ),
	.dat_b(     probe_r     ),
	.we_b(      write_en    )
);
endmodule
module uart #(
	parameter          freq_hz = 100000000,
	parameter          baud    = 115200
) (
	input              reset,
	input              clk,
	input              uart_rxd,
	output reg         uart_txd,
	output reg [7:0]   rx_data,
	output reg         rx_avail,
	output reg         rx_error,
	input              rx_ack,
	input      [7:0]   tx_data,
	input              tx_wr,
	output reg         tx_busy
);
parameter divisor = freq_hz/baud/16;
reg [15:0] enable16_counter;
wire    enable16;
assign  enable16 = (enable16_counter == 0);
always @(posedge clk)
begin
	if (reset) begin
		enable16_counter <= divisor-1;
	end else begin
		enable16_counter <= enable16_counter - 1;
		if (enable16_counter == 0) begin
			enable16_counter <= divisor-1;
		end
	end
end
reg uart_rxd1;
reg uart_rxd2;
always @(posedge clk)
begin
	uart_rxd1 <= uart_rxd;
	uart_rxd2 <= uart_rxd1;
end
reg       rx_busy;
reg [3:0] rx_count16;
reg [3:0] rx_bitcount;
reg [7:0] rxd_reg;
always @ (posedge clk)
begin
	if (reset) begin
		rx_busy     <= 0;
		rx_count16  <= 0;
		rx_bitcount <= 0;
		rx_avail    <= 0;
		rx_error    <= 0;
	end else begin 
		if (rx_ack) begin
			rx_avail <= 0;
			rx_error <= 0;
		end
		if (enable16) begin
			if (!rx_busy) begin            
				if (!uart_rxd2) begin      
					rx_busy     <= 1;
					rx_count16  <= 7;
					rx_bitcount <= 0;
				end
			end else begin
				rx_count16 <= rx_count16 + 1;
				if (rx_count16 == 0) begin       
					rx_bitcount <= rx_bitcount + 1;
					if (rx_bitcount == 0) begin           
						if (uart_rxd2) begin
							rx_busy <= 0;
						end
					end else if (rx_bitcount == 9) begin  
						rx_busy <= 0;
						if (uart_rxd2) begin              
							rx_data  <= rxd_reg;
							rx_avail <= 1;
							rx_error <= 0;
						end else begin                   
							rx_error <= 1;
						end
					end else begin
						rxd_reg <= { uart_rxd2, rxd_reg[7:1] };
					end
				end
			end 
		end
	end
end
reg [3:0] tx_bitcount;
reg [3:0] tx_count16;
reg [7:0] txd_reg;
always @ (posedge clk)
begin
	if (reset) begin
		tx_busy     <= 0;
		uart_txd    <= 1;
	end else begin
		if (tx_wr && !tx_busy) begin
			txd_reg     <= tx_data;
			tx_bitcount <= 0;
			tx_count16  <= 1;
			tx_busy     <= 1;
			uart_txd    <= 0;
		end else if (enable16 && tx_busy) begin
			tx_count16  <= tx_count16 + 1;
			if (tx_count16 == 0) begin
				tx_bitcount <= tx_bitcount + 1;
				if (tx_bitcount == 8) begin
					uart_txd <= 'b1;
				end else if (tx_bitcount == 9) begin
					uart_txd <= 'b1;
					tx_busy  <= 0;
				end else begin
					uart_txd <= txd_reg[0];
					txd_reg  <= { 1'b0, txd_reg[7:1] };
				end
			end
		end
	end
end
endmodule
==> impl_metrics.yaml <==
# yosys + openroad results
run_status:
  outcome: "complete, no violations"
global_routing:
  grt_overflow: 0
  antenna_found_initial: 209
  grt-busiest-layer: "met2"
  grt_pass1_vias: 345000
  grtUsageMet1_pct: 26.8
  grt_pass1_wl_mm: 2690
  met2_usage_pct: 36.4
  grt_max_degree: 144
  met3_usage_pct: 26.5
  grtUsageTotal_pct: 26.8
synth:
  largest_area_cell: "edfxtp_1"
  top_cells_by_area: "edfxtp_1, mux4_2, mux2i_1"
  edf_count: 16500
  ys_ff: 16500
  synth_top_area_share_pct: 77.3
  ys_chip_area_mm2: 0.640
  ys_cells: 29500
  ff_type: "edfxtp_1"
  syn_area_mm2: 0.640
  top_cells_by_count: "edfxtp_1, mux4_2, nor2_1"
  most_common_cell: "edfxtp_1"
  yosys.stat.seqShare_pct: 77.5
  yosysUniqueCellTypes: 84
  synth.avg_cell_area_um2: 21.7
  postSynthCellCount: 29500
  async_reset_ff_share_pct: 0
  yosysWarningCount: 4
final_timing:
  fin_setup_tns_ps: 0
  rsz0062_at_grt: "no"
  clock_skew_ps: 101
  worst_pin_slew_ps: 1360
  final_max_slew_viol_count: 0
  worst_hold_slack_ps: 101
  final-setup-viol-count: 0
  hold_violations: 0
  relSlewSlack_pct: 9.08
die:
  dieArea_mm2: 1.60
  core_area_mm2: 1.60
  die_h_mm: 1.27
  io_pins: 23
  die-width_mm: 1.27
  rows: 464
  fp_util_pct: 40.1
flow_run:
  drv_cap: 0
  openroad.warnings: 111
route:
  dr_total_vias: 315000
  drc: 0
  vias_per_cell: 5.86
  drtAntennaViolNets: 0
  drtPass1Iterations: 6
  wl_mm: 1950
  drt_iter0_drc: 22100
  avgRoutedWirePerCell_um: 36.2
critical_path:
  arrival_ps: 10390
  cp_common_cell: "buf_4"
  rr_startpoint: "read_adr[0]"
  worst-path-buf-inv: 10
  path_delay_family: "buffers and inverters"
  worstPathMaxFanout: 61
  critPathKind: "flip-flop to flip-flop"
  critPathCaptureType: "flip-flop"
  path_cells: "buf_4 > buf_4 > buf_4 > buf_4 > buf_12 > buf_4 > buf_4 > buf_4 > buf_4 > mux4_2 > mux4_2 > a21oi_1 > o31ai_1 > buf_4 > a31oi_1 > o21ai_0 > nand3_1 > nand4_1"
  cpMaxStageDelayCell: "buf_4"
  crit_required_ps: 40090
  cp-start-kind: "flip-flop"
  startpoint: "read_adr[0]"
  slowest_delay_ps: 660
power_and_ir_drop:
  p_per_area_mw_per_mm2: 49.2
  ir_worst_vdd_mv: 0.0438
  p_leak_nw: 223
min_path:
  hp-start: "trig_mask[6]"
  hold_class: "flip-flop to flip-flop"
placed_design:
  portBuffers: 19
  placed_area_mm2: 0.669
  globalplace.congestion: 0.907
  hpwl_mm: 1220
final_layout:
  logic_area_mm2: 0.134
  area_growth_pct: 13.0
  drive_gt1_share_pct: 24.6
  fin_util_pct: 45.3
  postLayoutCellArea_mm2: 0.723
  largest_reg_flops: 16400
  seqCellArea_mm2: 0.496
  top_register: "ram0.ram"
  num-fill-cells: 129000
  reg_top3: "ram0.ram: 16384 flops, uart0.enable16_counter: 16 flops"
clock_tree:
  cts_tree: "built"
  clk_pin_slew_ps: 70
  cts.sinks: 16500
  postCtsSetupBuffers: 0
cells by family after synthesis:
kind of cell / synth area share [%]
AND-OR/OR-AND: 2.56
XOR/XNOR: 0.0931
adder cells (fa/ha/maj): 0.0313
buffers and inverters: 1.65
flip-flops: 77.5
multiplexers: 16.1
other: 0.000586
AND/OR/NAND/NOR: 2.03
tightest hold or removal path, cell delays in order (launching register included):
cell	delay, ps
edfxtp_1	320
a222oi_1	70
and3_1	350
nor2_1	170
a211oi_1	60
per-stage QoR:
stage	power (mW)	instances	worst slack, ps
2_1_floorplan	20.7	29500	9140
3_3_place_gp	20.7	50300	29480
3_5_place_dp	20.7	50300	29450
4_1_cts	35.8	53300	29470
5_1_grt	36.5	53500	28920
6_report	35.6	53800	29700
power by group:
| group | total (mW) | switching, mW | internal, mW |
|---|---|---|---|
| Sequential | 19.2 | 0.0109 | 19.2 |
| Clock | 15.2 | 6.49 | 8.74 |
| Combinational | 1.18 | 0.845 | 0.337 |
| Total | 35.6 | 7.35 | 28.2 |
final cells by class:
type / count / share of cell area [%]
antenna: 473 / 0.164
timing repair buffer: 1515 / 1.70
inverter: 32 / 0.0241
clock buffer: 2080 / 6.13
tap: 21200 / 3.67
sequential: 16500 / 68.6
clock inverter: 924 / 1.11
multi-input combinational: 11000 / 18.6
per-layer routing:
| layer | part of all wire (%) | vias to the layer above |
|---|---|---|
| li1 | - | 127000 |
| met1 | 28 | 160000 |
| met2 | 45 | 23300 |
| met3 | 22 | 3893 |
| met4 | 5.0 | 255 |
| met5 | 0.46 | - |
worst paths after layout:
path / end / slack (ps) / cells past startpoint
hold / removal: triggered / 100 / 4
min in group clk1: uart0.uart_rxd2 / 340 / 0
hold reg to reg: triggered / 100 / 4
max in group clk0: uart_txd / 29980 / 1
setup / recovery: ram0.dat_a[7] / 29700 / 18
setup reg to reg: ram0.dat_a[7] / 29700 / 18
cell usage in the layout, fill, tap and decap left out, drive strengths merged, types with 67 or more instances in the layout:
| cell | n |
|---|---|
| clkbuf | 2082 |
| o221ai | 185 |
| nor3 | 115 |
| inv | 67 |
| buf | 1494 |
| o22ai | 179 |
| a21oi | 473 |
| a22oi | 442 |
| mux4 | 3958 |
| a31oi | 97 |
| clkinv | 718 |
| dfxtp | 78 |
| diode | 473 |
| a221oi | 248 |
| edfxtp | 16500 |
| a211oi | 118 |
| bufinv | 136 |
| nand3 | 82 |
| nand2 | 629 |
| mux2i | 1360 |
| nor2 | 2242 |
| o21ai | 263 |
repair_timing:
| action | in CTS | in global routing |
|---|---|---|
| resized | 0 | 0 |
| hold buffers | 1 | 0 |
| endpoints found under the hold margin | 1 | 0 |
Power and IR drop assume default switching activity.
